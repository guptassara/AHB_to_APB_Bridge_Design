File: flow/run.sh
#!/bin/bash
# OpenROAD 26Q1-2900-gdf79404cd8, Yosys 0.63+post, stock flow scripts
make -C /OpenROAD-flow-scripts/flow DESIGN_CONFIG=/design/flow/config.mk WORK_HOME=/design/flow/orfs finish
File: flow/config.mk
export PLATFORM = sky130hd
export DESIGN_NAME = APB_controller
export DESIGN_NICKNAME = APB_controller
export VERILOG_FILES = /design/flow/design.v
export SDC_FILE = /design/flow/constraint.sdc
export NUM_CORES = 4
export LEC_CHECK = 1
export CORE_AREA = 10 10 203 203
export DIE_AREA = 0 0 213 213
File: flow/constraint.sdc
current_design APB_controller

set clk_period 3.4
set clk_io_pct 0.2

create_clock -name clk0 -period $clk_period [get_ports {Hclk}]

set non_clock_inputs [all_inputs -no_clocks]
set_input_delay [expr $clk_period * $clk_io_pct] -clock clk0 $non_clock_inputs
set_output_delay [expr $clk_period * $clk_io_pct] -clock clk0 [all_outputs]
File: flow/design.v
module APB_controller (
    Hclk,
    Hresetn,
    valid,
    Haddr1,
    Haddr2,
    Hwdata1,
    Hwdata2,
    Prdata,
    Hwrite,
    Haddr,
    Hwdata,
    Hwritereg,
    tempselx,
    Pwrite,
    Penable,
    Pselx,
    Paddr,
    Pwdata,
    Hreadyout
);
  input Hclk, Hresetn, valid, Hwrite, Hwritereg;
  input [31:0] Hwdata, Haddr, Haddr1, Haddr2, Hwdata1, Hwdata2, Prdata;
  input [2:0] tempselx;
  output reg Pwrite, Penable;
  output reg Hreadyout;
  output reg [2:0] Pselx;
  output reg [31:0] Paddr, Pwdata;
  parameter ST_IDLE = 3'b000;
  parameter ST_WWAIT = 3'b001;
  parameter ST_READ = 3'b010;
  parameter ST_WRITE = 3'b011;
  parameter ST_WRITEP = 3'b100;
  parameter ST_RENABLE = 3'b101;
  parameter ST_WENABLE = 3'b110;
  parameter ST_WENABLEP = 3'b111;
  reg [2:0] PRESENT_STATE, NEXT_STATE;
  always @(posedge Hclk) begin : PRESENT_STATE_LOGIC
    if (~Hresetn) PRESENT_STATE <= ST_IDLE;
    else PRESENT_STATE <= NEXT_STATE;
  end
  always @(PRESENT_STATE, valid, Hwrite, Hwritereg) begin : NEXT_STATE_LOGIC
    case (PRESENT_STATE)
      ST_IDLE: begin
        if (~valid) NEXT_STATE = ST_IDLE;
        else if (valid && Hwrite) NEXT_STATE = ST_WWAIT;
        else NEXT_STATE = ST_READ;
      end
      ST_WWAIT: begin
        if (~valid) NEXT_STATE = ST_WRITE;
        else NEXT_STATE = ST_WRITEP;
      end
      ST_READ: begin
        NEXT_STATE = ST_RENABLE;
      end
      ST_WRITE: begin
        if (~valid) NEXT_STATE = ST_WENABLE;
        else NEXT_STATE = ST_WENABLEP;
      end
      ST_WRITEP: begin
        NEXT_STATE = ST_WENABLEP;
      end
      ST_RENABLE: begin
        if (~valid) NEXT_STATE = ST_IDLE;
        else if (valid && Hwrite) NEXT_STATE = ST_WWAIT;
        else NEXT_STATE = ST_READ;
      end
      ST_WENABLE: begin
        if (~valid) NEXT_STATE = ST_IDLE;
        else if (valid && Hwrite) NEXT_STATE = ST_WWAIT;
        else NEXT_STATE = ST_READ;
      end
      ST_WENABLEP: begin
        if (~valid && Hwritereg) NEXT_STATE = ST_WRITE;
        else if (valid && Hwritereg) NEXT_STATE = ST_WRITEP;
        else NEXT_STATE = ST_READ;
      end
      default: begin
        NEXT_STATE = ST_IDLE;
      end
    endcase
  end
  reg Penable_temp, Hreadyout_temp, Pwrite_temp;
  reg [2:0] Pselx_temp;
  reg [31:0] Paddr_temp, Pwdata_temp;
  always @(*) begin : OUTPUT_COMBINATIONAL_LOGIC
    case (PRESENT_STATE)
      ST_IDLE: begin
        if (valid && ~Hwrite) begin : IDLE_TO_READ
          Paddr_temp = Haddr;
          Pwrite_temp = Hwrite;
          Pselx_temp = tempselx;
          Penable_temp = 0;
          Hreadyout_temp = 0;
        end else if (valid && Hwrite) begin : IDLE_TO_WWAIT
          Pselx_temp = 0;
          Penable_temp = 0;
          Hreadyout_temp = 1;
        end else begin : IDLE_TO_IDLE
          Pselx_temp = 0;
          Penable_temp = 0;
          Hreadyout_temp = 1;
        end
      end
      ST_WWAIT: begin
        if (~valid) begin : WAIT_TO_WRITE
          Paddr_temp = Haddr1;
          Pwrite_temp = 1;
          Pselx_temp = tempselx;
          Penable_temp = 0;
          Pwdata_temp = Hwdata;
          Hreadyout_temp = 0;
        end else begin : WAIT_TO_WRITEP
          Paddr_temp = Haddr1;
          Pwrite_temp = 1;
          Pselx_temp = tempselx;
          Pwdata_temp = Hwdata;
          Penable_temp = 0;
          Hreadyout_temp = 0;
        end
      end
      ST_READ: begin : READ_TO_RENABLE
        Penable_temp   = 1;
        Hreadyout_temp = 1;
      end
      ST_WRITE: begin
        if (~valid) begin : WRITE_TO_WENABLE
          Penable_temp   = 1;
          Hreadyout_temp = 1;
        end else begin : WRITE_TO_WENABLEP
          Penable_temp   = 1;
          Hreadyout_temp = 1;
        end
      end
      ST_WRITEP: begin : WRITEP_TO_WENABLEP
        Penable_temp   = 1;
        Hreadyout_temp = 1;
      end
      ST_RENABLE: begin
        if (valid && ~Hwrite) begin : RENABLE_TO_READ
          Paddr_temp = Haddr;
          Pwrite_temp = Hwrite;
          Pselx_temp = tempselx;
          Penable_temp = 0;
          Hreadyout_temp = 0;
        end else if (valid && Hwrite) begin : RENABLE_TO_WWAIT
          Pselx_temp = 0;
          Penable_temp = 0;
          Hreadyout_temp = 1;
        end else begin : RENABLE_TO_IDLE
          Pselx_temp = 0;
          Penable_temp = 0;
          Hreadyout_temp = 1;
        end
      end
      ST_WENABLEP: begin
        if (~valid && Hwritereg) begin : WENABLEP_TO_WRITEP
          Paddr_temp = Haddr2;
          Pwrite_temp = Hwrite;
          Pselx_temp = tempselx;
          Penable_temp = 0;
          Pwdata_temp = Hwdata;
          Hreadyout_temp = 0;
        end else begin : WENABLEP_TO_WRITE_OR_READ
          Paddr_temp = Haddr2;
          Pwrite_temp = Hwrite;
          Pselx_temp = tempselx;
          Pwdata_temp = Hwdata;
          Penable_temp = 0;
          Hreadyout_temp = 0;
        end
      end
      ST_WENABLE: begin
        if (~valid && Hwritereg) begin : WENABLE_TO_IDLE
          Pselx_temp = 0;
          Penable_temp = 0;
          Hreadyout_temp = 0;
        end else begin : WENABLE_TO_WAIT_OR_READ
          Pselx_temp = 0;
          Penable_temp = 0;
          Hreadyout_temp = 0;
        end
      end
    endcase
  end
  always @(posedge Hclk) begin
    if (~Hresetn) begin
      Paddr <= 0;
      Pwrite <= 0;
      Pselx <= 0;
      Pwdata <= 0;
      Penable <= 0;
      Hreadyout <= 0;
    end else begin
      Paddr <= Paddr_temp;
      Pwrite <= Pwrite_temp;
      Pselx <= Pselx_temp;
      Pwdata <= Pwdata_temp;
      Penable <= Penable_temp;
      Hreadyout <= Hreadyout_temp;
    end
  end
endmodule
==> impl_metrics.xml <==
<?xml version="1.0" encoding="UTF-8"?>
<metrics>
  <group name="run_status">
    <metric name="outcome" unit="">finished, final reports clean</metric>
  </group>
  <group name="critical_path">
    <metric name="worst_r2r_startpoint" unit="">PRESENT_STATE[4]</metric>
    <metric name="cp_data_arrival_time" unit="ns">1.23</metric>
    <metric name="max_stage_delay" unit="ns">0.58</metric>
    <metric name="timing.critical_path.to_type" unit="">primary output</metric>
    <metric name="timing.critical_path.max_delay_family" unit="">buffers and inverters</metric>
    <metric name="reg2regPathDepth" unit="">3</metric>
    <metric name="timing.critical_path.required" unit="ns">2.72</metric>
    <metric name="r2r_slack" unit="ns">2.18</metric>
    <metric name="critPathBufInv" unit="">1</metric>
    <metric name="worst-path-max-fanout" unit="">1</metric>
    <metric name="worstSetupPathType" unit="">reg -&gt; out</metric>
    <metric name="worst_setup_path_start_kind" unit="">flop</metric>
    <metric name="r2r_end" unit="">Hreadyout</metric>
    <metric name="crit_path_cell_trace" unit="">clkdlybuf4s50_1</metric>
    <metric name="critical_path.slowest_cell" unit="">sky130_fd_sc_hd__clkdlybuf4s50_1</metric>
  </group>
  <group name="yosys">
    <metric name="post_synthesis_instance_area" unit="µm²">3820</metric>
    <metric name="synth.yosys.chip_area" unit="µm²">3820</metric>
    <metric name="ys_cells" unit="">328</metric>
    <metric name="number_of_distinct_library_cells_after_synthesis" unit="">25</metric>
    <metric name="yosysWarningCount" unit="">1</metric>
    <metric name="synth.cells.most_frequent" unit="">sky130_fd_sc_hd__dfxtp_1, sky130_fd_sc_hd__and2_1, sky130_fd_sc_hd__dlxtn_1</metric>
    <metric name="synth_cells" unit="">328</metric>
    <metric name="synth_async_sr_flop_share" unit="%">0</metric>
    <metric name="yosys.cell_count.top_type" unit="">sky130_fd_sc_hd__dfxtp_1</metric>
    <metric name="synth-seq-cells" unit="">146</metric>
    <metric name="yosys_top_cell_by_area" unit="">sky130_fd_sc_hd__dfxtp_1</metric>
    <metric name="synthesized_area_per_cell" unit="µm²">11.6</metric>
    <metric name="synthTopCellsByArea" unit="">sky130_fd_sc_hd__dfxtp_1, sky130_fd_sc_hd__dlxtn_1, sky130_fd_sc_hd__and2_1</metric>
    <metric name="post-synth-top-area-fraction" unit="%">40.9</metric>
    <metric name="synth-main-ff-cell" unit="">sky130_fd_sc_hd__dfxtp_1</metric>
    <metric name="number_of_synthesized_flops_with_an_enable_pin" unit="">0</metric>
  </group>
  <group name="floorplan">
    <metric name="num_rows" unit="">70</metric>
    <metric name="die_h" unit="µm">213</metric>
    <metric name="die_w" unit="µm">213</metric>
    <metric name="chipArea" unit="µm²">45400</metric>
    <metric name="num_io_pins" unit="">302</metric>
    <metric name="core_area" unit="µm²">36700</metric>
    <metric name="fp_util" unit="%">10.4</metric>
  </group>
  <group name="hold_path">
    <metric name="holdPathStages" unit="">1</metric>
    <metric name="min_to" unit="">PRESENT_STATE[5]</metric>
    <metric name="hold_path_startpoint" unit="">PRESENT_STATE[2]</metric>
    <metric name="hold_path.class" unit="">reg -&gt; reg</metric>
  </group>
  <group name="pwr">
    <metric name="fin_total_pwr" unit="mW">2.43</metric>
    <metric name="power_density" unit="nW/µm²">362</metric>
    <metric name="power.ir.vdd_worst" unit="mV">0.222</metric>
    <metric name="p_leak" unit="nW">2.75</metric>
  </group>
  <group name="timing">
    <metric name="finalSetupViolCount" unit="">0</metric>
    <metric name="final.min_clock_period" unit="ns">1.91</metric>
    <metric name="number_of_register_pins_that_no_clock_reaches" unit="">68</metric>
    <metric name="period_used_share" unit="%">56.3</metric>
    <metric name="unrepaired_setup_endpoints_after_global_routing" unit="">false</metric>
    <metric name="timing.max_slew.rel_slack" unit="%">54.9</metric>
    <metric name="timing.clock.skew" unit="ns">0.00188</metric>
    <metric name="finalHoldViolCount" unit="">0</metric>
    <metric name="timing.final.max_slew_violations" unit="">0</metric>
    <metric name="setup_ws" unit="ns">1.49</metric>
    <metric name="untimed_endpoints" unit="">68</metric>
    <metric name="timing_worst_slew_pin_value" unit="ns">0.676</metric>
    <metric name="fmax" unit="MHz">522</metric>
    <metric name="finalSetupTns" unit="ns">0</metric>
  </group>
  <group name="clock_network">
    <metric name="cts_resized" unit="">0</metric>
    <metric name="cts_hold_buffers" unit="">0</metric>
    <metric name="tritoncts" unit="">done</metric>
    <metric name="clk_path_buf_depth" unit="">2</metric>
    <metric name="clk-insertion-delay-late" unit="ns">0.35</metric>
    <metric name="cts.htree.levels" unit="">3</metric>
    <metric name="worst_path_clk_slew" unit="ns">0.06</metric>
    <metric name="clockRootBuffer" unit="">sky130_fd_sc_hd__clkbuf_16</metric>
    <metric name="numCtsBuffers" unit="">9</metric>
    <metric name="post_cts.repair.setup_buffers" unit="">0</metric>
  </group>
  <group name="routing">
    <metric name="detailroute.via_count" unit="">2980</metric>
    <metric name="drtPass1Iterations" unit="">4</metric>
    <metric name="detail_route.wl_per_cell" unit="µm">14.2</metric>
    <metric name="wirelength" unit="µm">14300</metric>
    <metric name="detail_route.vias_per_cell" unit="">2.97</metric>
    <metric name="first_iter_violations" unit="">102</metric>
    <metric name="drc" unit="">0</metric>
    <metric name="final_antenna_net_count" unit="">0</metric>
  </group>
  <group name="job">
    <metric name="max_cap_viol_count" unit="">0</metric>
    <metric name="tally_of_openroad_warnings" unit="">121</metric>
  </group>
  <group name="global_route">
    <metric name="vias_in_the_first_global_route" unit="">3123</metric>
    <metric name="number_of_antenna_violations_at_the_first_check_in_global_routing" unit="">0</metric>
    <metric name="grt_first_pass_wirelength" unit="µm">20400</metric>
    <metric name="grt_overflow" unit="">0</metric>
    <metric name="grt_start_max_net_pins" unit="">40</metric>
    <metric name="global_route.usage.total" unit="%">6.14</metric>
  </group>
  <group name="layout">
    <metric name="drive_gt1_share" unit="%">5.22</metric>
    <metric name="stdcell_count" unit="">1005</metric>
    <metric name="area.growth.synth_to_final" unit="%">75.5</metric>
    <metric name="postLayoutCellArea" unit="µm²">6700</metric>
  </group>
  <group name="placement">
    <metric name="preCtsSetupSlack" unit="ns">1.36</metric>
    <metric name="postPlaceCellArea" unit="µm²">6400</metric>
    <metric name="finalWeightedCongestion" unit="">0.763</metric>
    <metric name="placement.io_buffers" unit="">205</metric>
    <metric name="place_hpwl" unit="µm">11000</metric>
    <metric name="placedCellCount" unit="">988</metric>
  </group>
</metrics>
[registers in the layout (all words and copies together), names as in the netlist]
| register | count |
|---|---|
| Pwdata | 32 |
| Pwdata_temp | 32 |
| Penable | 1 |
| Pwrite_temp | 1 |
| Pselx | 3 |
| PRESENT_STATE | 8 |
| Paddr | 32 |
| Pwrite | 1 |
| Hreadyout | 1 |
| Paddr_temp | 32 |
| Pselx_temp | 3 |
[stage by stage]
step / utilization, % / hold WS [ns]
2_1_floorplan: - / 0.436
3_5_place_dp: 17.4 / 0.458
6_report: 18.2 / 0.472
4_1_cts: 18.2 / 0.473
3_3_place_gp: 17.4 / 0.449
5_1_grt: 18.2 / 0.503
[report_power, final]
| group | switching [mW] | internal [mW] | leakage, nW |
|---|---|---|---|
| clock network | 0.419 | 0.566 | 0.134 |
| registers | 0.0168 | 1.05 | 1.20 |
| logic | 0.119 | 0.253 | 1.42 |
| total | 0.555 | 1.87 | 2.75 |
[routing by layer]
layer / part of all wire [%] / track usage (%) / vias to the layer above
met5: 0 / 0 / -
met2: 49 / 10.3 / 94
met4: 1.5 / 0.837 / 0
met3: 7.3 / 2.00 / 11
met1: 42 / 7.67 / 1381
li1: - / - / 1494
[cell families after synthesis]
| family | after synthesis | synth area share [%] |
|---|---|---|
| and+or+nand+nor | 87 | 14.3 |
| DFF | 78 | 40.9 |
| AOI/OAI and AO/OA | 73 | 15.3 |
| latches | 68 | 26.7 |
| buffers and inverters | 22 | 2.75 |
[worst max-delay path by stage]
stage / from / slack [ns] / depth (start not counted) / end
CTS: Paddr[22] / 1.42 / 1 / Paddr[22]
finish: Pwrite / 1.49 / 1 / Pwrite
global route: Paddr[31] / 1.41 / 1 / Paddr[31]
[layout make-up]
| class | count | area [µm²] |
|---|---|---|
| Timing Repair Buffer | 211 | 2090 |
| Antenna cell | 1 | 2.50 |
| Multi-Input combinational cell | 160 | 1130 |
| Inverter | 3 | 11.3 |
| Sequential cell | 146 | 2580 |
| Clock buffer | 10 | 229 |
| Tap cell | 468 | 586 |
| Fill cell | 3998 | 30000 |
| Clock inverter | 6 | 62.6 |
[layout by cell type, fill, tap and decap left out, types with 4 or more instances in the layout]
cell type / netlist / routed
sky130_fd_sc_hd__dfxtp_1: 78 / 76
sky130_fd_sc_hd__dlxtn_1: 68 / 68
sky130_fd_sc_hd__buf_4: 3 / 6
sky130_fd_sc_hd__clkdlybuf4s50_1: 0 / 204
sky130_fd_sc_hd__clkbuf_16: 0 / 9
sky130_fd_sc_hd__and2_1: 69 / 69
sky130_fd_sc_hd__a21o_1: 32 / 32
sky130_fd_sc_hd__nor2_1: 4 / 4
sky130_fd_sc_hd__a22o_1: 32 / 32
Power is estimated from default activity; no workload was simulated.
