--- design/flow/run.sh ---
#!/bin/bash
# OpenROAD 26Q1-2900-gdf79404cd8, Yosys 0.63+post, stock flow scripts
make -C /OpenROAD-flow-scripts/flow DESIGN_CONFIG=/design/flow/config.mk WORK_HOME=/design/flow/orfs finish
--- design/flow/config.mk ---
export PLATFORM = sky130hd
export DESIGN_NAME = AHB_slave_interface
export DESIGN_NICKNAME = AHB_slave_interface
export VERILOG_FILES = /design/flow/design.v
export SDC_FILE = /design/flow/constraint.sdc
export NUM_CORES = 4
export LEC_CHECK = 1
export CORE_AREA = 10 10 167 167
export DIE_AREA = 0 0 177 177
--- design/flow/constraint.sdc ---
current_design AHB_slave_interface

set clk_period 1.3
set clk_io_pct 0.2

create_clock -name clk0 -period $clk_period [get_ports {Hclk}]

set non_clock_inputs [all_inputs -no_clocks]
set_input_delay [expr $clk_period * $clk_io_pct] -clock clk0 $non_clock_inputs
set_output_delay [expr $clk_period * $clk_io_pct] -clock clk0 [all_outputs]
--- design/flow/design.v ---
module AHB_slave_interface (
    Hclk,
    Hresetn,
    Hwrite,
    Hreadyin,
    Htrans,
    Haddr,
    Hwdata,
    valid,
    Haddr1,
    Haddr2,
    Hwdata1,
    Hwdata2,
    Hwritereg,
    tempselx,
    Hresp,
    Hrdata,
    Prdata
);
  input Hclk, Hresetn, Hwrite, Hreadyin;
  input [1:0] Htrans;
  input [31:0] Haddr, Hwdata, Prdata;
  output reg valid;
  output reg [31:0] Haddr1, Haddr2, Hwdata1, Hwdata2;
  output reg Hwritereg;
  output reg [2:0] tempselx;
  output [1:0] Hresp;
  output [31:0] Hrdata;
  always @(*) begin
    valid = 1'b0;
    if (Hreadyin && (Htrans == 2'b10 || Htrans == 2'b11) && (Haddr >= 32'h8000_0000 && Haddr < 32'h8C00_0000)) begin
      valid = 1;
    end
  end
  always @(*) begin
    if (Haddr >= 32'h8000_0000 && Haddr < 32'h8400_0000) begin
      tempselx = 3'b001;
    end else if (Haddr >= 32'h8400_0000 && Haddr < 32'h8800_0000) begin
      tempselx = 3'b010;
    end else if (Haddr >= 32'h8800_0000 && Haddr < 32'h8C00_0000) begin
      tempselx = 3'b100;
    end else begin
      tempselx = 3'b000;
    end
  end
  always @(posedge Hclk or negedge Hresetn) begin
    if (~Hresetn) begin
      Haddr1 <= 32'b0;
      Haddr2 <= 32'b0;
    end else begin
      Haddr1 <= Haddr;
      Haddr2 <= Haddr1;
    end
  end
  always @(posedge Hclk or negedge Hresetn) begin
    if (~Hresetn) begin
      Hwritereg <= 1'b0;
    end else begin
      Hwritereg <= Hwrite;
    end
  end
  always @(posedge Hclk or negedge Hresetn) begin
    if (~Hresetn) begin
      Hwdata1 <= 32'b0;
      Hwdata2 <= 32'b0;
    end else begin
      Hwdata1 <= Hwdata;
      Hwdata2 <= Hwdata1;
    end
  end
  assign Hresp  = 2'b00;
  assign Hrdata = Prdata;
endmodule
==> results_tabular.tex <==
% Generated from flow reports
\begin{tabular}{lr}
\hline
Metric & Value \\
\hline
\multicolumn{2}{l}{\textbf{Clock network}} \\
\quad Inserted Clock Buffers & 17 \\
\quad CTS root buffer & sky130\_fd\_sc\_hd\_\_clkbuf\_16 \\
\quad Clock sink total & 129 \\
\quad CTS clock-pin slew for the worst setup and hold paths & 60 ps \\
\quad TritonCTS clock tree & built \\
\quad Clock tree buffer depth & 2 \\
\quad Htree depth & 4 \\
\quad Insertion delay of the later-clocked pin in the worst-skew pair & 410 ps \\
\multicolumn{2}{l}{\textbf{Timing}} \\
\quad Clock period minus final worst setup slack & 1570 ps \\
\quad Clock tree skew after final layout & 3.91 ps \\
\quad Number of setup violations in the final report & 4 \\
\quad Max Fclk & 635 MHz \\
\quad Unrepaired setup endpoints after global routing & yes \\
\quad Final count of pins violating max slew & 0 \\
\quad Smallest hold slack & -146 ps \\
\quad Smallest setup slack after layout & -274 ps \\
\quad Ratio of final minimum period to clock period & 121\% \\
\quad Final Hold Viols & 129 \\
\multicolumn{2}{l}{\textbf{Floorplan}} \\
\quad Pre-Place Util & 14.6\% \\
\quad Std-Cell Rows & 57 \\
\quad DIE AREA & 0.0313 sq mm \\
\quad Horiz. Die Dim & 177 um \\
\quad Total I/O pin count & 269 \\
\quad Area inside the core boundary & 0.0243 sq mm \\
\quad Floorplan die height & 177 um \\
\multicolumn{2}{l}{\textbf{Power}} \\
\quad Worst vdd rail ir drop & 0.602 mV \\
\quad Sw power & 2.04 mW \\
\quad Internal power contribution & 7.71 mW \\
\quad Power per cell area & 1510 mW/mm\^{}2 \\
\quad Fraction of power consumed by combinational cells & 6.4\% \\
\quad Sw Ratio & 20.9\% \\
\quad Sequential power share & 44.0\% \\
\quad Clock group share of total power & 49.5\% \\
\quad Static power due to leakage & 2.84 nW \\
\multicolumn{2}{l}{\textbf{Worst setup path}} \\
\quad CP Data Required Time & 1040 ps \\
\quad Startpoint type of the worst setup path & input pin \\
\quad Path depth of the worst reg2reg path & 2 \\
\quad Peak fanout along the critical path & 3 \\
\quad Beginning of the worst register-to-register path & Hwdata1[20] \\
\quad Worst setup path end & valid \\
\quad Critical Path Source & Haddr[30] \\
\quad Category of the most critical setup path & in -> out \\
\quad Arrival time at the worst endpoint & 1310 ps \\
\quad Reg-to-reg endpoint & Hwdata2[20] \\
\quad Crit end category & primary output \\
\quad Reg-to-reg setup timing slack & 570 ps \\
\multicolumn{2}{l}{\textbf{Min path}} \\
\quad Path category of the worst min-delay check & in -> async \\
\multicolumn{2}{l}{\textbf{Synth}} \\
\quad Post-synthesis chip area from yosys & 0.00355 sq mm \\
\quad Proportion of synthesized chip area in sequential cells & 91.0\% \\
\quad Post-synthesis cell type count & 8 \\
\quad Area of the mapped netlist & 0.00355 sq mm \\
\quad Gate Count Post-Synth & 170 \\
\quad Post-synthesis sequential element count & 129 \\
\quad Syn avg cell area & 20.9 sq um \\
\quad Number of warnings reported in the yosys synthesis log & 1 \\
\quad Cells in synth\_stat.txt & 170 \\
\multicolumn{2}{l}{\textbf{Routing}} \\
\quad Post-detailed-route count of antenna-violating nets & 0 \\
\quad DRC violations left & 0 \\
\quad Initial drt markers & 42 \\
\quad Number of iterations in the first detailed-routing pass & 2 \\
\quad Detailed-route vias per instance & 2.97 \\
\quad Vias & 2140 \\
\quad WL per Instance & 14.1 um \\
\quad Count of inserted antenna diode cells & 0 \\
\quad Routed WL & 10200 um \\
\multicolumn{2}{l}{\textbf{Global routing}} \\
\quad Total routing resource utilization after global routing & 6.21\% \\
\quad Initial antenna violation count & 0 \\
\quad Maximum number of pins on one net before global-route repair & 71 \\
\quad Via count of the first global-routing pass & 2463 \\
\quad Final global-route overflow total & 0 \\
\quad First-pass GRT wire length & 15000 um \\
\multicolumn{2}{l}{\textbf{Finish}} \\
\quad Filler Cell Count & 2424 \\
\quad Synth-to-Final Area Change & 81.9\% \\
\quad Layout cells sized above 1 & 21.4\% \\
\quad Utilization of the core after routing & 26.5\% \\
\quad Final design area excluding fillers & 0.00645 sq mm \\
\multicolumn{2}{l}{\textbf{Run}} \\
\quad Max-capacitance violation count & 0 \\
\quad Number of warnings in the stage logs & 30 \\
\multicolumn{2}{l}{\textbf{Placement}} \\
\quad Half-perimeter wire length after placement & 8040 um \\
\quad RePlAce Congestion & 0.752 \\
\quad Count of input and output buffers & 201 \\
\quad Placed Area & 0.00575 sq mm \\
\multicolumn{2}{l}{\textbf{Run status}} \\
\quad Status & finished with violations \\
\quad Violations in the final reports & negative hold slack, negative setup slack \\
\hline
\end{tabular}
cell usage in the layout, fill, tap and decap left out, types with 2 or more instances in the layout:
master	synthesis	routed
sky130_fd_sc_hd__clkdlybuf4s15_1	0	106
sky130_fd_sc_hd__dlygate4sd2_1	0	7
sky130_fd_sc_hd__buf_4	34	21
sky130_fd_sc_hd__buf_6	0	3
sky130_fd_sc_hd__clkdlybuf4s50_1	0	63
sky130_fd_sc_hd__clkbuf_2	0	13
sky130_fd_sc_hd__bufinv_16	0	3
sky130_fd_sc_hd__buf_2	0	10
sky130_fd_sc_hd__dfrtp_1	129	129
sky130_fd_sc_hd__nor3b_2	2	2
sky130_fd_sc_hd__dlygate4sd3_1	0	4
sky130_fd_sc_hd__inv_6	0	3
sky130_fd_sc_hd__clkinv_4	0	5
sky130_fd_sc_hd__clkinv_2	0	2
sky130_fd_sc_hd__conb_1	1	2
sky130_fd_sc_hd__buf_12	0	2
sky130_fd_sc_hd__clkbuf_16	0	17
area by class of cell:
cell class	count	area [sq um]	share of cell area (%)
clock buffer	17	425	6.59
tap	324	405	6.28
timing repair buffer	229	2140	33.2
multi-input combinational	8	72.6	1.12
sequential	129	3230	50.0
clock inverter	14	181	2.81
worst max-delay path: stages:
cell and delay, ps:
sky130_fd_sc_hd__buf_6 90, sky130_fd_sc_hd__or4b_4 560, sky130_fd_sc_hd__buf_6 140, sky130_fd_sc_hd__a211oi_2 140
sky130_fd_sc_hd__buf_2 120
stage by stage:
step | power, mW | hold WS [ps] | std cells | setup slack, ps | setup TNS [ps]
CTS | 9.98 | -149 | 718 | -271 | -1010
global route | 10.2 | -149 | 721 | -321 | -1180
global placement | 5.08 | 297 | 664 | -936 | -3600
detailed placement | 5.09 | 303 | 664 | -942 | -3640
floorplan | 4.37 | -35.6 | 171 | 60.8 | 0
finish | 9.76 | -146 | 721 | -274 | -1030
registers in the layout, summed over array words and instances (netlist names):
signal / cells
Haddr1: 32
Haddr2: 32
Hwdata1: 32
Hwdata2: 32
Hwritereg: 1
how the worst min path moves through the flow:
stage                   start     endpoint  slack, ps
final                 Hresetn   Hwdata2[1]       -150
after global routing  Hresetn  Hwdata2[23]       -150
after CTS             Hresetn   Hwdata2[1]       -150
per-layer routing:
metal	global-route usage, %	up-vias	share of wire (%)	routed length (um)
li1	-	931	-	-
met3	3.25	13	13	1280
met1	6.96	1080	36	3620
met5	0	-	0	0
met2	10.4	116	50	5110
met4	1.33	0	1.8	179
cell usage after synthesis (all sizes together):
cell	number	area (sq um)
a211oi	1	12.5
buf	34	255
conb	1	3.75
dfrtp	129	3230
nand2	1	3.75
nor3	1	5.00
nor3b	2	25.0
or4b	1	13.8
cell families after synthesis:
family	share of synthesized area, %
simple gates	1.34
compound gates	0.353
flops	91.0
buf+inv	7.20
other cells	0.106
power groups by stage:
| stage | Clock [mW] | Sequential, mW | Combinational (mW) |
|---|---|---|---|
| after CTS | 5.02 | 4.30 | 0.652 |
| final | 4.83 | 4.30 | 0.628 |
| after global routing | 5.21 | 4.32 | 0.693 |
timing repair:
item / CTS / global route
hold endpoints to repair: 133 / 130
setup endpoints to repair: 133 / 46
resized: 260 / 40
buffers inserted: 20 / 2
pin swaps: 3 / 0
Power figures rest on the tool's default switching activity, not on a simulated workload.
